### config.mk
export PLATFORM = sky130hd
export DESIGN_NAME = UART_APB_Interface
export DESIGN_NICKNAME = UART_APB_Interface
export VERILOG_FILES = /design/flow/design.v
export SDC_FILE = /design/flow/constraint.sdc
export NUM_CORES = 4
export LEC_CHECK = 1
export CORE_UTILIZATION = 30
### constraint.sdc
current_design UART_APB_Interface

set clk_period 4.5
set clk_io_pct 0.2

create_clock -name clk0 -period $clk_period [get_ports {PCLK}]

set non_clock_inputs [all_inputs -no_clocks]
set_input_delay [expr $clk_period * $clk_io_pct] -clock clk0 $non_clock_inputs
set_output_delay [expr $clk_period * $clk_io_pct] -clock clk0 [all_outputs]
### design.v
module Baud_Counter #(
  parameter TIMER_BITS=10
)(
  input  wire       clk , arst_n , count_en, count_rst,
  input  wire [9:0] Load_Value,
  output wire [3:0] count 
);
  wire done;
  timer #(.TIMER_BITS(TIMER_BITS)) timer_inst (
    .clk(clk),
    .rst_n(arst_n),
    .rst(count_rst),
    .enable(count_en),
    .Load_Value(Load_Value),
    .done(done)
  );
  counter counter_inst (
    .clk(clk),
    .enab(done),
    .rst_n(arst_n),
    .rst(count_rst),
    .cnt_out(count)
  );
endmodule
module Edge_Detector_Mealy (
    input clk,level,rst_n,
    output p_edge,n_edge
);
    localparam s0=0,s1=1;
    reg [1:0]  present_state,next_state;
    always @(posedge clk,negedge rst_n)
    begin
        if(~rst_n)
        present_state<=0;
        else
        present_state<=next_state;
    end
    always @(*) begin
        case (present_state)
            s0:      next_state<= level ? s1 : s0;
            s1:      next_state<= level ? s1 : s0;
            default: next_state<= s0; 
        endcase
    end
    assign {p_edge,n_edge}={(present_state==s0)&level&rst_n,(present_state==s1)&(~level)&rst_n};
endmodule
module FSM_Controller_Rx #(
  parameter N = 8
)(
  input  wire       clk, arst_n, rst, rx_en, Rx,
  input  wire [3:0] count,
  output wire       count_en, count_rst, shift_en, done, busy, err
);
  localparam idle  =2'b00;
  localparam start =2'b01;
  localparam data  =2'b10;
  localparam stop  =2'b11;
  reg [1:0] present_state, next_state;
  wire half_done, bit_done, bit_done_n_edge, frame_done;
  wire [3:0] bits_count;
  assign half_done  = (count==4'd8  );
  assign bit_done   = (count==4'd15 );
  assign frame_done = (bits_count==N);
  Edge_Detector_Mealy  Edge_Detector_Mealy_inst (
    .clk(clk),
    .level(bit_done),
    .rst_n(arst_n),
    .p_edge(),
    .n_edge(bit_done_n_edge)
  );
  counter counter_inst (
    .clk(clk),
    .enab(bit_done_n_edge && (present_state==data)),
    .rst_n(arst_n),
    .rst(present_state==idle),
    .cnt_out(bits_count)
  );
  always @(posedge clk, negedge arst_n) begin
    if(~arst_n)
      present_state<=idle;
    else if (rst|~rx_en)
      present_state<=idle;
    else
      present_state<=next_state;
  end
  always @(*) begin
    case(present_state)
      idle  :  next_state<= ~Rx        ? start : idle ;
      start :  next_state<= half_done  ? data  : start;
      data  :  next_state<= frame_done ? stop  : data ;
      stop  :  next_state<= bit_done_n_edge   ? idle  : stop ;
    endcase
  end
  assign shift_en = (present_state==data) & bit_done_n_edge;
  assign count_en = (present_state!=idle);
  assign count_rst= ((present_state==start)&&half_done || (present_state==idle));
  assign done     = (present_state==stop) && bit_done_n_edge &&  Rx;
  assign err      = (present_state==stop) && bit_done_n_edge && ~Rx;
  assign busy     =  count_en;
endmodule
module FSM_Controller_Tx #(
  parameter N = 8
)(
  input  wire       clk, arst_n, rst, tx_en, serial,
  input  wire [3:0] count,
  output wire       count_en, count_rst, shift_en, load_en, done, busy,
  output reg        Tx
);
  localparam idle  =2'b00;
  localparam start =2'b01;
  localparam data  =2'b10;
  localparam stop  =2'b11;
  reg [1:0] present_state, next_state;
  wire bit_done, bit_done_n_edge, frame_done, frame_rst;
  wire [3:0] bits_count;
  assign bit_done   = (count==4'd15 );
  assign frame_done = (bits_count==N);
  Edge_Detector_Mealy  Edge_Detector_Mealy_inst (
    .clk(clk),
    .level(bit_done),
    .rst_n(arst_n),
    .p_edge(),
    .n_edge(bit_done_n_edge)
  );
  counter counter_inst (
    .clk(clk),
    .enab(bit_done_n_edge && (present_state==data)),
    .rst_n(arst_n),
    .rst(present_state==idle),
    .cnt_out(bits_count)
  );
  always @(posedge clk, negedge arst_n) begin
    if(~arst_n)
      present_state<=idle;
    else if(rst|~tx_en)
      present_state<=idle;
    else
      present_state<=next_state;
  end
  always @(*) begin
    case(present_state)
      idle  : begin 
                next_state<= tx_en            ? start : idle ;
                Tx <= 1'b1;
              end
      start : begin 
                next_state<= bit_done_n_edge  ? data  : start;
                Tx <= 1'b0;
              end
      data  : begin 
                next_state<= frame_done       ? stop  : data ;
                Tx <= serial;
              end
      stop  : begin
                next_state<= bit_done_n_edge  ? idle  : stop ;
                Tx <= 1'b1;
              end
    endcase
  end
  assign shift_en = (present_state==data) && bit_done_n_edge;
  assign load_en  = (present_state==idle) && tx_en;
  assign count_en = (present_state!=idle);
  assign count_rst= (present_state==idle);
  assign done     = (present_state==stop) && bit_done_n_edge;
  assign busy     =  count_en;
endmodule
module Shift_Reg #(
    parameter N=8
  ) (
    input serial_in , clk , rst_n , enable , load,
    input [N-1:0] parallel_in,
    output serial_out,
    output [N-1:0] parallel_out
  );
  reg [N-1:0] shift_reg;
  always @(posedge clk, negedge rst_n)
  begin
    if(~rst_n)
      shift_reg<='b0;
    else if(load)
      shift_reg<=parallel_in;
    else if(enable)
      shift_reg<={serial_in,shift_reg[N-1:1]};
    else
      shift_reg<=shift_reg;
  end
  assign serial_out=shift_reg[0];
  assign parallel_out=shift_reg;
endmodule
module UART_APB_Interface #(
  parameter N = 8
)(
  input  wire        PCLK, PRESETn, PSEL, PENABLE, PWRITE,
  input  wire [31:0] PADDR, PWDATA,
  output reg  [31:0] PRDATA,
  output reg         PREADY,
  input  wire        rx,
  output wire        tx
);
  wire         tx_en, rx_en, tx_rst, rx_rst,
               rx_busy, tx_busy, rx_done, tx_done, rx_error;
  wire [N-1:0] Tx_data, Rx_data;
  wire [9:0]   Load_Value;
  reg [31:0] reg_space [0:4];
  localparam idle = 2'b00;
  localparam write= 2'b01;
  localparam read = 2'b10;
  reg [1:0] state;
  always @(posedge PCLK, negedge PRESETn) begin
    if (~PRESETn) begin
      state <=idle;
      PRDATA<=0;
      PREADY<=1'b0;
		reg_space[0]<=32'b0;
		reg_space[1]<=32'b0;
		reg_space[2]<=32'b0;
		reg_space[3]<=32'b0;
      reg_space[4]<=10'd650;   
    end
    else begin
      case(state)
        idle:
          begin
            PRDATA<=0;
            state <= PSEL ? ( PWRITE ? write : read ) : idle;
          end
        write:
          begin
            if (PWRITE && PENABLE && PSEL) begin
              if((PADDR==3'd0)||(PADDR==3'd2)||(PADDR==3'd4))
                reg_space[PADDR]<=PWDATA;
            end
            PREADY<=1;
            state <= idle;
          end
        read:
          begin
            if (~PWRITE && PENABLE && PSEL) begin
              case (PADDR)
                3'd0: PRDATA <= reg_space[0];
                3'd1: PRDATA <= {27'b0,rx_busy,tx_busy,rx_done,tx_done,rx_error};
                3'd2: PRDATA <= reg_space[2];
                3'd3: PRDATA <= {Rx_data};
                3'd4: PRDATA <= reg_space[4];
                default: PRDATA <= 32'b0;
              endcase
            end
            PREADY<=1;
            state <= idle;
          end
        default: state<=idle;
      endcase
    end
  end
  assign rx_rst    = reg_space[0][0];
  assign tx_rst    = reg_space[0][1];
  assign rx_en     = reg_space[0][2];
  assign tx_en     = reg_space[0][3];
  assign Tx_data   = reg_space[2][N-1:0];
  assign Load_Value= reg_space[4][9:0];
  UART_Tx #(.N(N)) UART_Tx_inst (
    .clk(PCLK),
    .arst_n(PRESETn),
    .rst(tx_rst),
    .tx_en(tx_en),
    .data(Tx_data),
    .Load_Value(Load_Value),
    .Tx(tx),
    .done(tx_done),
    .busy(tx_busy)
  );
  UART_Rx #(.N(N)) UART_Rx_inst (
    .clk(PCLK),
    .arst_n(PRESETn),
    .rst(rx_rst),
    .rx_en(rx_en),
    .Rx(rx),
    .Load_Value(Load_Value),
    .done(rx_done),
    .busy(rx_busy),
    .err(rx_error),
    .data(Rx_data)
  );
endmodule
module UART_Rx #(
  parameter N = 8
)(
  input  wire       clk , arst_n, rst, rx_en, Rx,
  input  wire [9:0] Load_Value,
  output wire       done, busy, err,
  output wire [7:0] data
);
  wire       count_en, count_rst, shift_en;
  wire [3:0] count;
  FSM_Controller_Rx #(.N(N)) FSM_Controller_Rx_inst (
    .clk(clk),
    .arst_n(arst_n),
    .rst(rst),
    .rx_en(rx_en),
    .Rx(Rx),
    .count(count),
    .count_en(count_en),
    .count_rst(count_rst),
    .shift_en(shift_en),
    .done(done),
    .busy(busy),
    .err(err)
  );
  Baud_Counter  Baud_Counter_inst (
    .clk(clk),
    .arst_n(arst_n),
    .count_rst(count_rst),
    .count_en(count_en),
    .Load_Value(Load_Value),
    .count(count)
  );
  Shift_Reg #(.N(N)) Shift_Reg_inst (
    .serial_in(Rx),
    .clk(clk),
    .rst_n(arst_n),
    .enable(shift_en),
    .load(1'b0),
    .parallel_in(8'b0),
    .serial_out(),
    .parallel_out(data)
  );
endmodule
module UART_Tx #(
  parameter N = 8
)(
  input  wire       clk, arst_n, rst, tx_en,
  input  wire [7:0] data,
  input  wire [9:0] Load_Value,
  output wire       Tx, done, busy
);
  wire       count_en, count_rst, shift_en, load_en, serial;
  wire [3:0] count;
  FSM_Controller_Tx #(.N(N)) FSM_Controller_Tx_inst (
    .clk(clk),
    .arst_n(arst_n),
    .rst(rst),
    .tx_en(tx_en),
    .serial(serial),
    .count(count),
    .count_en(count_en),
    .count_rst(count_rst),
    .shift_en(shift_en),
    .load_en(load_en),
    .done(done),
    .busy(busy),
    .Tx(Tx)
  );
  Baud_Counter  Baud_Counter_inst (
    .clk(clk),
    .arst_n(arst_n),
    .count_rst(count_rst),
    .count_en(count_en),
    .Load_Value(Load_Value),
    .count(count)
  );
  Shift_Reg #(.N(N)) Shift_Reg_inst (
    .serial_in(1'b0),
    .clk(clk),
    .rst_n(arst_n),
    .enable(shift_en),
    .load(load_en),
    .parallel_in(data),
    .serial_out(serial),
    .parallel_out()
  );
endmodule
module counter #(
    parameter WIDTH=4
) (
    input  wire             clk, enab, rst_n, rst,
    output reg  [WIDTH-1:0] cnt_out
);
    always @(posedge clk , negedge rst_n) begin
        if(~rst_n)
            cnt_out<=0;
        else if (rst)
            cnt_out<=0;
        else if (enab)
            cnt_out<=cnt_out+1'b1;
        else
            cnt_out<=cnt_out;
    end
endmodule
`default_nettype none
module timer #(
    parameter TIMER_BITS=10
  ) (
    input  wire                   clk, rst_n, rst, enable,
    input  wire  [TIMER_BITS-1:0] Load_Value,
    output wire                   done
  );
  reg [TIMER_BITS-1:0] Q;
  always @(posedge clk, negedge rst_n)
  begin
    if(~rst_n)
      Q <= {TIMER_BITS{1'b0}};
	 else if (rst|done)
		Q <= Load_Value;
	 else
		Q <= Q - enable;
  end
  assign done=~|Q;
endmodule
### run.sh
#!/bin/bash
# OpenROAD 26Q1-2900-gdf79404cd8, Yosys 0.63+post, stock flow scripts
make -C /OpenROAD-flow-scripts/flow DESIGN_CONFIG=/design/flow/config.mk WORK_HOME=/design/flow/orfs finish
==> out/qor.yml <==
outcome:
  status: "complete, no violations"
routing:
  antenna-diode-count: 0
  vias_per_cell: 4.77
  drt-total-wl_um: 20000
  routedWlPerCell_um: 16.5
  ant_nets: 0
  initialDrtViolationCount: 236
  num_vias: 5773
  drc: 0
  dr.pass1.iters: 4
power_and_ir_drop:
  powerDensity_nw_per_um2: 321
  p_comb_share_pct: 4.4
  irDropWorstVdd_mv: 0.227
  leakagePower_nw: 4.86
  switching_power_mw: 0.808
  p_seq_share_pct: 49.7
  pwr-share-clk_pct: 45.9
  p_sw_share_pct: 23.5
  intPower_mw: 2.63
critical_path:
  crit_fanout: 17
  crit_required_ns: 4.82
  critPathLaunchType: "input port"
  path_class: "input port to register"
  critPathCaptureType: "register"
  crit_arrival_ns: 3.41
grt:
  grt_usage_pct: 14.8
  antenna_found_initial: 0
  grt_max_degree: 65
  grt-ovfl-total: 0
  grt_pass1_vias: 5868
  grt_first_pass_wirelength_um: 32600
synthesis:
  ff_type: "dfrtp_1"
  ys_cells: 717
  ys.warnings.count: 8
  ys.flops: 190
  yosys_area_um2: 8620
  syn_inst: 717
  synth_area_um2: 8620
  area_leaders: "dfrtp_1, mux2_2, mux2_1, nand2_1, a22oi_1"
  largest_area_cell: "dfrtp_1"
  synth-edff-count: 0
  postSynth.asyncResetShare_pct: 100
  synth.distinct_cells: 50
  synth_area_per_cell_um2: 12.0
  synth_seq_share_pct: 55.2
  top_area_share_pct: 53.7
sta:
  fin_crit_sh_pct: 68.7
  tns_ns: 0
  tightest_slew_ns: 0.851
  final_hold_viol_count: 0
  period_minus_slack_ns: 3.09
  finalSetupViolCount: 0
  rsz0062_at_grt: "false"
  slew_violations: 0
  final.setup.worst_slack_ns: 1.41
  fmax_mhz: 323
  max_slew_margin_pct: 43.3
  finClkSkew_ns: 0.0106
clock_tree:
  cts_tree: "done"
  ctsResizeCount: 0
  numCtsBuffers: 17
  cts_sinks: 190
  clock_latency_ns: 0.44
  h-tree-depth: 4
  cts_setup_buffers: 0
  clock_path_buffers: 2
  clk_pin_slew_ns: 0.07
  cts_hold_buf: 0
  clock-root-buffer: "clkbuf_16"
cells_and_area:
  top_register: "reg_space"
  finish.instance_area_um2: 10700
  syn_to_final_growth_pct: 24.3
  largest_reg_flops: 96
  reg_top3: "reg_space (96), PRDATA (32)"
  final_core_util_pct: 38.3
  drive_gt1_share_pct: 15.9
run:
  maxCapViolCount: 0
  tool_warnings: 31
floorplanning:
  die_y_um: 172
  fp.dieW_um: 172
  die_area_um2: 29400
  core_area_um2: 28000
  initCoreUtil_pct: 30.8
  placementRows: 61
  ios: 104
place:
  dpl-instance-area_um2: 10100
  portBuffers: 103
  dp_hpwl_um: 13700
  gp_congestion: 0.810
  pre_cts_ws_ns: 0.947
hold_path:
  hold_class: "input port to async pin"
synthesized netlist by cell type (4+ instances only):
cell type,n
dfrtp_1,185
mux2_2,67
mux2_1,64
nand2_1,59
nor2_1,51
o21ai_0,38
a22oi_1,29
a21oi_1,22
inv_1,21
clkbuf_1,19
ha_1,15
mux2i_1,15
xnor2_1,15
nor4_1,10
xor2_1,10
buf_2,8
o21ai_1,8
nand3_1,7
and3_1,5
dfstp_2,5
nand4_1,5
nor3_1,5
nand2b_1,4
or4_1,4
worst max-delay path: stages:
cell and delay (ns):
clkdlybuf4s50_1 0.40, nor4_1 0.30, nand4_1 0.30, nor3_2 0.22, buf_4 0.20, and3_2 0.52
buf_12 0.23, mux2_2 0.34
power groups by stage:
stage	combinational (mW)	sequential [mW]	clock (mW)
CTS	0.154	1.71	1.62
finish	0.150	1.71	1.58
global route	0.165	1.71	1.69
cells in the final DEF, fill, tap and decap left out, types with 3 or more instances in the layout:
master	synthesis	routed
inv_1	21	21
dfstp_2	5	5
o21ai_0	38	38
a22o_1	3	3
ha_1	15	15
a21oi_1	22	21
xor2_1	10	10
nand2b_1	4	4
clkbuf_16	0	17
nand4_1	5	5
clkdlybuf4s50_1	0	101
o22ai_1	3	3
inv_8	0	4
nand3b_1	3	3
mux2_1	64	64
dfrtp_1	185	185
nor3_1	5	5
o21ai_1	8	8
or4_1	4	4
mux2_2	67	67
a22oi_1	29	29
nor2_1	51	51
nand3_1	7	7
a32oi_1	3	3
inv_6	0	5
mux2i_1	15	15
nor4_1	10	9
buf_4	3	13
xnor2_1	15	15
nand2_1	59	59
and3_1	5	3
nor4_4	3	3
path summary, 6_finish.rpt:
| kind | start | end | slack, ns | cells after the start |
|---|---|---|---|---|
| min in group clk0 | reg_space[0][20]$_DFFE_PN0P_ | reg_space[0][20]$_DFFE_PN0P_ | 0.48 | 1 |
| max | PADDR[6] | reg_space[0][16]$_DFFE_PN0P_ | 1.41 | 8 |
| max reg2reg | register | UART_Tx_inst.Baud_Counter_inst.timer_inst.Q[6]$_DFF_PN0_ | 2.24 | 9 |
| min reg2reg | reg_space[0][20]$_DFFE_PN0P_ | reg_space[0][20]$_DFFE_PN0P_ | 0.48 | 1 |
| min | PRESETn | async pin | 0.47 | 1 |
| max in group asynchronous | PRESETn | reg_space[2][12]$_DFFE_PN0P_ | 2.98 | 2 |
metrics by stage:
step / hold slack (ns) / total power, mW / std cells
global route: 0.495 / 3.56 / 1210
floorplan: 0.406 / 1.77 / 717
global placement: 0.461 / 1.90 / 1178
detailed placement: 0.471 / 1.90 / 1178
CTS: 0.482 / 3.48 / 1210
finish: 0.465 / 3.44 / 1210
cell type report:
type | count | area (um^2)
fill | 2650 | 17300
sequential | 190 | 4760
multi-input combinational | 471 | 3620
timing repair buffer | 118 | 1170
tap | 378 | 473
clock buffer | 18 | 429
clock inverter | 14 | 190
inverter | 21 | 78.8
cells by family (layout without fill, tap and decap cells):
kind of cell / count (synthesis) / in the layout / share of synthesized area, %
flops: 190 / 190 / 55.2
simple gates: 169 / 169 / 9.72
mux: 148 / 148 / 19.4
compound gates: 114 / 114 / 8.03
buf+inv: 56 / 171 / 2.95
xor+xnor: 25 / 25 / 2.54
fa+ha+maj: 15 / 15 / 2.18
layer usage:
metal	part of all wire [%]	track usage, %	up-vias
li1	-	-	2763
met1	48	22.7	2884
met2	46	22.9	110
met3	4.9	3.23	16
met4	0.83	1.28	0
met5	0	0	-
Power and IR drop assume default switching activity.
